### flow/config.mk
export PLATFORM = sky130hd
export DESIGN_NAME = mul
export DESIGN_NICKNAME = mul
export VERILOG_FILES = /design/flow/design.v
export SDC_FILE = /design/flow/constraint.sdc
export NUM_CORES = 4
export LEC_CHECK = 1
export CORE_UTILIZATION = 50
### flow/constraint.sdc
current_design mul

set clk_period 7.3
set clk_io_pct 0.2

create_clock -name clk0 -period $clk_period [get_ports {CLK}]

set non_clock_inputs [all_inputs -no_clocks]
set_input_delay [expr $clk_period * $clk_io_pct] -clock clk0 $non_clock_inputs
set_output_delay [expr $clk_period * $clk_io_pct] -clock clk0 [all_outputs]
### flow/design.v
module mul (CLK, RESETn, a, b, y);
	parameter bw = 16;
	input [bw-1:0] a, b;
	input CLK;
	input RESETn;
	output [2*bw-1:0] y;
	reg [bw-1:0] a_pipe [bw-1:0];
	reg [bw-1:0] b_pipe [bw-1:0];
	reg [2*bw-1:0] partials [bw-1:0];
	genvar i, j;
	for(i=0; i<bw; i=i+1) begin : gen1
		always@(posedge CLK) begin
			if(!RESETn) begin
				a_pipe[i] <= 0;
				b_pipe[i] <= 0;
				partials[i] <= 0;
			end
			else begin
				if(i==0) begin
					a_pipe[i] <= a;
					b_pipe[i] <= b;
					partials[i] <=(a_pipe[i][i] ? b_pipe[i] << i : 0);
				end
				else begin
					a_pipe[i] <= a_pipe[i-1];
					b_pipe[i] <= b_pipe[i-1];
					partials[i] <=(a_pipe[i][i] ? b_pipe[i] << i : 0) + partials[i-1];
				end				
			end
		end
	end
	assign y = partials[bw-1];
endmodule
### flow/run.sh
#!/bin/bash
# OpenROAD 26Q1-2900-gdf79404cd8, Yosys 0.63+post, stock flow scripts
make -C /OpenROAD-flow-scripts/flow DESIGN_CONFIG=/design/flow/config.mk WORK_HOME=/design/flow/orfs finish
==> CHANGELOG.md <==
### Implementation results

* Status: complete, no violations
* DR vias/cell at 5.13
* CP Class: flip-flop to flip-flop
* Max Root-Sink Buffers at 3
* Total number of vias at 22200
* Die area at 66500 µm²
* Worst-Margin Slew at a little under 800 ps
* Synthesized area at 32700 µm²
* Rel. slew slack at 0.470
* Setup Fix Bufs, Post-CTS at 0
* Share of cells above drive strength 1 at 0.0433
* Startpoint Class: flip-flop
* Final wirelength at ~60 mm
* Fmax at 0.327 GHz
* Leak at 16.4 nW
* Latency at later pin at 620 ps
* Avg Cell Area, Syn at 9.72 µm²
* Remaining antenna violation count at 0
* Total track usage at 0.189
* Max Cap Viol at 0
* Initial antenna violation count at 1
* CTS tree: yes
* Drt pass-1 iters at 6
* Vias in the first global route at ~21000
* Die height at ~260 µm
* Ordered cell list for the critical path: and2_1 -> ha_1 -> fa_1 -> a211oi_1 -> o21bai_1 -> a211oi_2 -> o21ai_1 -> a2111oi_0 -> nor2_1
* First-pass GRT wire length at 102 mm
* Setup violations, final at 0
* PD cells at 233 nW/µm²
* RSZ-0062 raised after global routing: no
* Core region area at approximately 65000 µm²
* Post-Syn Instances at 3367
* Ant diodes at 0
* Global-route track usage on met2 at 0.295
* Port Buffer Count at 65
* Fp util at 0.507
* Crit-path slowest cell: dfxtp_1
* Dpl ws at 3590 ps
* GP Congestion at 0.901
* Ys cells at 3367
* Crit path DRT at 7790 ps
* Final period util at 0.418
* Synth Warn # at 4
* Rows at 93
* Crit end category: flip-flop
* Log Warnings at 33
* GRT busiest layer: met2
* DR iter-0 viols at 1238
* Wirelength per Cell at 13.8 µm
* Hold WC Path Type: flip-flop to flip-flop
* Largest net degree at the start of global routing at about 230
* Yosys chip area at 32700 µm²
* CTS Buf Count at ~82
* Main flop type: dfxtp_1
* DP HPWL at 41.0 mm
* Post-synth regs at 783
* CP arrival at 3550 ps
* Remaining global-route overflow at 0
* I/O pin total at 66
* Clock sinks at 783
* Final WS setup at 4250 ps
* Distinct lib cells used at 66
* Fillers at 5390
* Fin Setup TNS at 0 ps
* Htree depth at 3
* CTS Hold Buffers Added at 0
* DR DRC count at 0
* Final Max-Slew Violation Tally at 0
* EDFF count, synth at 0
* Clock slew at reported path FFs at about 60 ps
* Sequential share of the synthesized area at 0.479
* Met1 Resource Use GR at 0.289
* Clock Tree Root: clkbuf_16
* Met3 usage at 0.0261
* Critical path fanouts, max at 16
* Tmin final at 3050 ps
* Resized Gates After CTS at 0
* Area grow syn2layout at 12.4%
* Fin. Hold Viols at 0
* Die X at 258 µm
* Crit-path max cell delay at about 480 ps
* Maximum VDD drop at between 0.2 and 0.25 mV
* Clock skew at 15.0 ps
* FFs w/ async S/R, synth at 0
## synth_stat cells (all sizes together) (5+ instances only)
library cell,n,share of area
a21boi,5,0.0011
clkbuf,106,0.012
and3,33,0.0063
nand2,126,0.014
a21o,92,0.021
and2,796,0.15
inv,36,0.0041
a311oi,10,0.0029
fa,15,0.0092
a31oi,15,0.0029
or3,9,0.0017
dfxtp,783,0.48
a211oi,68,0.016
nor2,251,0.029
o21bai,28,0.0064
nor3b,7,0.0016
buf,13,0.0016
nand3b,7,0.0016
ha,239,0.091
o31ai,5,0.0011
a221oi,5,0.0013
nor2b,19,0.0036
nand4,19,0.0036
o311ai,5,0.0013
nand3,38,0.0058
xnor2,73,0.020
nor4b,8,0.0021
o21ai,137,0.021
a21oi,170,0.026
nor3,32,0.0049
a2111oi,8,0.0023
a211o,6,0.0016
or2,5,0.00096
nand2b,27,0.0052
o21a,29,0.0067
o211ai,19,0.0044
mux2i,19,0.0058
xor2,65,0.017
## path summary, 6_finish.rpt
check	start	to	slack, ps	cells past startpoint
worst min-delay path	a_pipe[0][12]	a_pipe[1][12]	420	1
worst max register to register	a_pipe[7][7]	partials[7][23]	4250	9
worst min register to register	a_pipe[0][12]	a_pipe[1][12]	420	1
worst max-delay path	a_pipe[7][7]	partials[7][23]	4250	9
## cells by family (layout without fill, tap and decap cells)
| group | Yosys count | in the layout | share of synthesized area |
|---|---|---|---|
| AOI/OAI and AO/OA | 631 | 631 | 0.125 |
| xor gates and xnor gates | 138 | 138 | 0.0369 |
| adders and majority gates | 254 | 254 | 0.101 |
| buffers and inverters | 156 | 252 | 0.0180 |
| DFF | 783 | 783 | 0.479 |
| muxes | 19 | 19 | 0.00581 |
| and+or+nand+nor | 1386 | 1386 | 0.235 |
## layer usage
layer	wire length (µm)	vias to the layer above
met4	1620	0
met3	2270	114
met1	28800	10200
li1	-	11500
met5	0	-
met2	26900	346
## flip-flops by register name, indices dropped and copies added (netlist names)
register and count:
partials 391, b_pipe 256, a_pipe 136
## power by group
group / total (mW) / internal [mW] / switching (mW)
Combinational: 0.123 / 0.0450 / 0.0784
Clock: 4.11 / 2.47 / 1.64
Sequential: 4.32 / 4.31 / 0.0136
Total: 8.55 / 6.82 / 1.73
## layout by cell type (no fill, tap or decap), types with 32 or more instances in the layout
cell	n
nor3_1	32
nand2_1	126
ha_1	239
xnor2_1	73
and3_1	33
clkbuf_16	83
nand3_1	38
and2_1	796
nor2_1	251
a21o_1	92
clkdlybuf4s50_1	64
a21oi_1	169
o21ai_0	131
dfxtp_1	783
xor2_1	65
inv_1	36
a211oi_1	63
## critical path: cells and delay by family, from the launching register on
family,cells,cell delay [ps]
and+or+nand+nor,2,340
AOI/OAI and AO/OA,5,1430
DFF,1,480
adders and majority gates,2,680
## cell type report
type	instances	area, µm²	share of cell area
multi-input cells	2428	16500	0.448
repair buffers	70	718	0.0195
clock buffers	117	2360	0.0643
well taps	855	1070	0.0291
inverters	37	141	0.00384
flip-flops and latches	783	15700	0.426
clock inverters	28	338	0.00919
## metrics by stage
stage | total power, mW | cells | utilization | instance area (µm²) | hold WS, ps
5_1_grt | 8.88 | 4318 | 0.569 | 36800 | 433
3_3_place_gp | 4.54 | 4173 | 0.528 | 34100 | 413
6_report | 8.55 | 4318 | 0.569 | 36800 | 422
3_5_place_dp | 4.54 | 4173 | 0.528 | 34100 | 417
2_1_floorplan | 4.49 | 3367 | - | 32700 | 412
4_1_cts | 8.69 | 4318 | 0.569 | 36800 | 425
Power and IR drop assume default switching activity.
