==> ./design.v <==
module mul_A (CLK, RESETn, a, b, y);
	parameter bw = 32;
	input [bw-1:0] a, b;
	input CLK;
	input RESETn;
	output [2*bw-1:0] y;
	reg [bw-1:0] a_pipe [bw-1:0];
	reg [bw-1:0] b_pipe [bw-1:0];
	reg [2*bw-1:0] partials [bw-1:0];
	genvar i, j;
	for(i=0; i<bw; i=i+1) begin : gen1
		always@(posedge CLK) begin
			if(!RESETn) begin
				a_pipe[i] <= 0;
				b_pipe[i] <= 0;
				partials[i] <= 0;
			end
			else begin
				if(i==0) begin
					a_pipe[i] <= a;
					b_pipe[i] <= b;
					partials[i] <=(a_pipe[i][i] ? b_pipe[i] << i : 0);
				end
				else begin
					a_pipe[i] <= a_pipe[i-1];
					b_pipe[i] <= b_pipe[i-1];
					partials[i] <=(a_pipe[i][i] ? b_pipe[i] << i : 0) + partials[i-1];
				end				
			end
		end
	end
	assign y = partials[bw-1];
endmodule
==> ./run.sh <==
#!/bin/bash
# OpenROAD 26Q1-2900-gdf79404cd8, Yosys 0.63+post, stock flow scripts
make -C /OpenROAD-flow-scripts/flow DESIGN_CONFIG=/design/flow/config.mk WORK_HOME=/design/flow/orfs finish
==> ./config.mk <==
export PLATFORM = sky130hd
export DESIGN_NAME = mul_A
export DESIGN_NICKNAME = mul_A
export VERILOG_FILES = /design/flow/design.v
export SDC_FILE = /design/flow/constraint.sdc
export NUM_CORES = 4
export LEC_CHECK = 1
export CORE_UTILIZATION = 40
==> ./constraint.sdc <==
current_design mul_A

set clk_period 13.3
set clk_io_pct 0.2

create_clock -name clk0 -period $clk_period [get_ports {CLK}]

set non_clock_inputs [all_inputs -no_clocks]
set_input_delay [expr $clk_period * $clk_io_pct] -clock clk0 $non_clock_inputs
set_output_delay [expr $clk_period * $clk_io_pct] -clock clk0 [all_outputs]
==> flow_metrics.py <==
# Flow results
metrics = {
    "pwr": {
        "seqPwrFrac": 0.495,
        "clockPowerShare": 0.493,
        "swShare": 0.204,
        "power_leakage_nw": 68.6,
        "ir_drop_uv": 108,
        "pwr-share-comb": 0.012,
        "switchingPower_mw": 3.85,
        "power.density_nw_per_um2": 124,
        "p_int_mw": 15.0,
    },
    "yosys": {
        "synth.avg_cell_area_um2": 9.46,
        "ys_chip_area_um2": 135000,
        "yosysUniqueCellTypes": 98,
        "edf_count": 0,
        "ys_seq_frac": 0.460,
        "top_area_cell": "dfxtp_1",
        "numSynthFlops": 3103,
        "yosysWarningCount": 4,
        "flop_cell": "dfxtp_1",
        "synthDominantCellAreaShare": 0.460,
        "synthArstFlopShare": 0,
        "ys_cells": 14272,
        "synth_area_um2": 135000,
        "synth.area.top_cells": "dfxtp_1 (46%), and2_1 (15%), ha_1 (9.2%)",
        "synth_cells": 14272,
    },
    "placed_design": {
        "dp_hpwl_um": 207000,
        "gp_congestion": 0.909,
        "io_buffers": 129,
    },
    "floorplanning": {
        "die_x_um": 583,
        "chipArea_um2": 340000,
        "core_area_um2": 336000,
        "fp-utilization": 0.402,
        "rows": 213,
        "ios": 130,
        "die_h_um": 583,
    },
    "clock_tree": {
        "cts.sinks": 3103,
        "htree_levels": 5,
        "cts-resized-gates": 0,
        "cts_made_buffers": 324,
        "cts-root-buf": "clkbuf_16",
        "insertion_delay_ns": 0.89,
        "cts_tree": "yes",
        "ctsHoldBuffers": 0,
        "post_cts_buffers": 0,
        "clock_path_buffers": 4,
        "clk_pin_slew_ns": 0.06,
    },
    "worst_setup_path": {
        "worstSetupPathType": "input pin to register",
        "end_kind": "register",
        "startpoint_type": "input pin",
        "arrival_ns": 5.81,
        "ff2ff_setup_slack_ns": 9.20,
        "cp_max_fo": 152,
        "crit_required_ns": 14.03,
    },
    "final_timing": {
        "final_max_slew_viol_count": 0,
        "relSlewSlack": 0.449,
        "setup_viol": 0,
        "final.setup.tns_ns": 0,
        "worstMarginPinSlew_ns": 0.826,
        "max_freq_mhz": 197,
        "period_minus_slack_ns": 5.07,
        "grt_setup_unrepaired": "false",
        "hold_violations": 0,
        "fin_skew_ns": 0.0661,
        "finalCritPeriodShare": 0.382,
        "hold_ws_ns": 0.419,
    },
    "drt": {
        "drt_iter0_drc": 4776,
        "totalWireLength_um": 289000,
        "ant_nets": 0,
        "drt_first_pass_iters": 5,
        "viasPerCell": 4.85,
        "wl_per_cell_um": 15.2,
        "drc_errors": 0,
        "dr_total_vias": 92256,
    },
    "final_layout": {
        "layout-drive-gt1-share": 0.0480,
        "nFillCells": 31881,
        "final_cell_mix": "and2_1 (3231), dfxtp_1 (3103), nor2_1 (1093)",
        "area_growth_pct": 12.3,
        "final_common_cell": "and2_1",
        "logic_area_um2": 70000,
        "seq_area_um2": 62100,
    },
    "global_routing": {
        "grt.overflow.total": 0,
        "grtUsageTotal": 0.176,
        "grt_pass1_vias": 89703,
        "grt_max_degree": 218,
        "antenna_found_initial": 14,
        "grt_pass1_wl_um": 475000,
    },
    "run": {
        "drv_cap": 0,
        "warning_count": 42,
    },
    "status": {
        "status": "finished clean",
    },
    "hold_path": {
        "min_path_type": "register to register",
    },
}
-- critical path: stages --
cell and delay, ns:
buf_16 0.17, inv_8 0.51, buf_4 0.68, buf_4 0.63, buf_4 0.62, nor4_1 0.09
a31oi_1 0.16, nand3_1 0.09
-- cell type report --
class	count	area share
clock inverter	127	0.0115
sequential	3103	0.409
clock buffer	448	0.0617
inverter	225	0.00562
antenna	16	0.000264
tap	4515	0.0372
multi-input combinational	10394	0.462
timing repair buffer	208	0.0127
-- per-layer routing --
| metal | part of all wire | GRT usage | up-vias |
|---|---|---|---|
| met4 | 0.034 | 0.0529 | 8 |
| met5 | 0.00013 | 0 | - |
| met1 | 0.48 | 0.258 | 42076 |
| li1 | - | - | 48386 |
| met3 | 0.036 | 0.0229 | 478 |
| met2 | 0.45 | 0.276 | 1308 |
-- power groups by stage --
stage,Clock (mW),Sequential (mW),Combinational (mW)
after CTS,9.58,9.35,0.228
after global routing,9.96,9.34,0.250
final,9.32,9.35,0.220
-- sequential cells by signal (all words and copies together) (netlist names) --
register / flops
a_pipe: 528
b_pipe: 1024
partials: 1551
-- synthesized netlist by cell type (all sizes together) (21+ instances only) --
cell type / count
nor3: 189
nor2b: 95
a41oi: 36
nand3: 220
a221oi: 24
nor3b: 38
a31oi: 102
nand2: 507
and2: 3231
and3: 148
o21ai: 439
o21bai: 144
a21oi: 815
clkbuf: 540
fa: 31
a31o: 24
xnor2: 381
or3: 37
xor2: 337
ha: 991
o31ai: 40
inv: 224
a21o: 546
nand2b: 123
nand4: 101
a211oi: 121
o21a: 112
or2: 27
mux2i: 45
a21boi: 24
dfxtp: 3103
a2111oi: 21
o211ai: 68
a211o: 26
nor2: 1093
nor4: 27
-- stage by stage --
stage	utilization	std cells	total power, mW	area [um^2]	setup WS [ns]
2_1_floorplan	-	14272	9.69	135000	8.91
3_3_place_gp	0.418	18445	9.78	141000	7.24
3_5_place_dp	0.418	18445	9.78	141000	7.26
4_1_cts	0.451	19020	19.1	152000	8.19
5_1_grt	0.451	19032	19.6	152000	7.84
6_report	0.451	19036	18.9	152000	8.23
-- path summary, 6_finish.rpt --
path,startpoint,end,cells past startpoint
setup / recovery,RESETn,partials[19][36]$_SDFF_PN0_,8
hold / removal,partials[29][29]$_SDFF_PN0_,partials[30][29]$_SDFF_PN0_,1
setup reg to reg,a_pipe[27][27]$_SDFF_PN0_,partials[27][59]$_SDFF_PN0_,13
hold reg to reg,partials[29][29]$_SDFF_PN0_,partials[30][29]$_SDFF_PN0_,1
-- kinds of logic (layout without fill, tap and decap cells) --
logic type	count (synthesis)	count (layout)	share of synthesized area
AND-OR/OR-AND	2719	2719	0.131
XOR/XNOR	718	718	0.0466
adder cells (fa/ha/maj)	1022	1022	0.0964
buffers and inverters	775	1008	0.0216
flip-flops	3103	3103	0.460
multiplexers	46	46	0.00342
other	0	16	0
AND/OR/NAND/NOR	5889	5889	0.241
Power figures rest on the tool's default switching activity, not on a simulated workload.
