<file path="design.v">
module pipe_array_mult (a, b, y, CLK, RESETn);
    parameter bw = 4;
    input CLK, RESETn;
    input [bw-1:0] a, b;
    output [2*bw-1:0] y;
    reg [bw-1:0] a_pipe [bw-1:0];
    reg [bw-1:0] b_pipe [bw-1:0];
    reg [2*bw-1:0] partials [bw-1:0];
    integer i;
    always @(posedge CLK) begin
        a_pipe[0] <= a;
        b_pipe[0] <= b;
        partials[0] <= a[0] ? b : 0;
        for (i = 1; i < bw; i = i + 1) begin
            a_pipe[i] <= a_pipe[i-1];
            b_pipe[i] <= b_pipe[i-1];
            partials[i] <= (a_pipe[i-1][i] ? b_pipe[i-1] << i : 0) + partials[i-1];
        end
    end
    assign y = partials[bw-1];
endmodule
</file>
<file path="run.sh">
#!/bin/bash
# OpenROAD 26Q1-2900-gdf79404cd8, Yosys 0.63+post, stock flow scripts
make -C /OpenROAD-flow-scripts/flow DESIGN_CONFIG=/design/flow/config.mk WORK_HOME=/design/flow/orfs finish
</file>
<file path="config.mk">
export PLATFORM = sky130hd
export DESIGN_NAME = pipe_array_mult
export DESIGN_NICKNAME = pipe_array_mult
export VERILOG_FILES = /design/flow/design.v
export SDC_FILE = /design/flow/constraint.sdc
export NUM_CORES = 4
export LEC_CHECK = 1
export CORE_AREA = 10 10 106 106
export DIE_AREA = 0 0 116 116
</file>
<file path="constraint.sdc">
current_design pipe_array_mult

set clk_period 1.8
set clk_io_pct 0.2

create_clock -name clk0 -period $clk_period [get_ports {CLK}]

set non_clock_inputs [all_inputs -no_clocks]
set_input_delay [expr $clk_period * $clk_io_pct] -clock clk0 $non_clock_inputs
set_output_delay [expr $clk_period * $clk_io_pct] -clock clk0 [all_outputs]
</file>
==> deck_impl_summary.md <==
Synthesis and Place & Route Summary

STA
  – Max-slew violations: 0
  – Fin worst setup slack: between 200 and 300 ps
  – Slew headroom: 0.898
  – Fmax: 664 MHz
  – Final hold violation count: 0
  – Final setup viols: 0
  – Cycle use final: 0.837
  – TNS Setup: 0 ps
  – RSZ-0062 raised after global routing: false
  – Final hold slack: 328 ps
  – Measured slew at the worst slew-check pin: 152 ps
  – Period minus WS final: 1510 ps
  – Worst clock skew: 4.40 ps

Worst setup path
  – Crit path cell chain: and2_1, ha_1, fa_1, a21o_1, a21o_1
  – Crit path largest cell delay: 410 ps
  – Worst Path Arrival: approximately 1700 ps
  – Reg2Reg Depth: 5
  – Worst setup SP type: flip-flop
  – Setup crit end: partials[3][7]
  – CP Class: reg2reg
  – WP buf/inv: 0
  – RR Startpoint: a_pipe[2][3]
  – Reg2reg setup slack: 290 ps
  – Critical path's top delay family: adder cells
  – Critical Path Start: a_pipe[2][3]
  – FF-to-FF End: partials[3][7]
  – CP most frequent cell: a21o_1
  – Crit. End Element: flip-flop
  – CP max FO: 4
  – Max stage delay cell, worst path: fa_1
  – CP required: between 1500 and 2000 ps
  – Cell count along the critical path: 5

Global route
  – Met3 GRT Util: 0.0199
  – Most Crowded Layer GR: met2
  – Vias in the first global route: 666
  – GRT met1 Usage: 0.0341
  – Antenna violations before repair: 0
  – Overflow after GRT: 0
  – M2 GR Usage: 0.0383
  – First-pass GRT wire length: 3.01 mm
  – Tot GR Track Use: 0.0279
  – Largest net degree at the start of global routing: 14

Placement
  – IO buf count: 16
  – Post-placement cell area: 1610 um2
  – Hpwl dp: 1.36 mm
  – DP Cell Count: 220
  – Place WS: just under 300 ps
  – Routability Congestion: 0.718

Route
  – DRT Pass-1 Iters: 4
  – Mean routed wirelength per cell: 7.55 um
  – Drt initial violations: 8
  – Routed via count: roughly 660
  – Final ANT Viol Nets: 0
  – # diodes: 0
  – Drt drc: 0
  – Routed wire length: approximately 1.7 mm
  – Vias per inst: around 2.9

CTS
  – Post-CTS sizing: 0
  – Clock slew at reported path FFs: 70 ps
  – CTS Sinks: 43
  – Clk latency of the worst-skew pair: 290 ps
  – CTS tree: built
  – Clk buf depth: 2
  – CTS Hold Bufs: 0
  – Root Buffer Master: clkbuf_8
  – Postcts setup bufs: 0
  – CTS Buf Count: 5
  – CTS H-tree depth: 2

Yosys
  – Count of different cell masters after synthesis: 15
  – Avg Synthesized Cell Area: 13.7 um2
  – Synthesized area: 1310 um2
  – Synthesized registers: 43
  – Largest type area fraction: 0.656
  – Ys cells: 96
  – Yosys chip area: 1310 um2
  – Syn Inst Count: 96
  – Top cells by area: dfxtp_1, ha_1, and2_1
  – Register share after synthesis: 0.656
  – Cell type with the largest total area: dfxtp_1
  – Syn. warnings: 4

Floorplan
  – Die H: 116 um
  – Row cnt: 34
  – Die Width: 116 um
  – Die ar.: 13500 um2
  – Fp util: 0.148
  – Ports: 18
  – Core Region: between 8000 and 9000 um2

Min path
  – Hold Path Class: reg2reg
  – HP Start: a_pipe[1][3]

Run
  – Tool warnings: 26
  – Maxcap violations: 0

Run status
  – Run status: finished clean

Layout
  – Share of cells above drive strength 1: 0.0840
  – Layout area overhead: 28.8%
  – Top Layout Cells: dfxtp_1, clkdlybuf4s50_1, and2_1
  – Final Non-Filler Cells: approximately 230
  – Design area: 1690 um2
  – Commonest Layout Cell: dfxtp_1
  – Final core utilization: 0.191

Power
  – Static Leakage: 0.742 nW
  – Total power: 1.84 mW
  – Peak supply drop: approximately 330 uV
  – PwrDens: 1090 nW/um2
worst register-to-register path, stage by stage, from the launching register on:
cell and delay (ps):
dfxtp_1 330, and2_1 140, ha_1 200, fa_1 410, a21o_1 170, a21o_1 160
flip-flops by register name, indices dropped and copies added, names as in the netlist:
name / count
a_pipe: 6
b_pipe: 12
partials: 25
synth_stat cells:
master / instances
a21o_1: 5
a21oi_1: 1
a21oi_2: 3
and2_1: 14
dfxtp_1: 43
fa_1: 3
ha_1: 11
inv_1: 4
nand2_1: 2
nand2b_1: 1
nor2_1: 1
nor2b_1: 1
o21ai_0: 1
xnor2_1: 3
xor2_1: 3
worst min-delay path by stage:
stage,endpoint,slack (ps),cells after the start
final,a_pipe[2][3],330,0
after CTS,partials[3][1],330,0
after global routing,a_pipe[2][3],340,0
logic make-up (layout without fill, tap and decap cells):
group / Yosys count / count (layout) / share of synthesized area
AND/OR/NAND/NOR: 19 / 19 / 0.0849
buffers and inverters: 4 / 27 / 0.0114
XOR/XNOR: 6 / 6 / 0.0401
flip-flops: 43 / 43 / 0.656
adder cells (fa/ha/maj): 14 / 14 / 0.151
AND-OR/OR-AND: 10 / 10 / 0.0563
report_power, final:
part / switching, mW / internal [mW]
logic: 0.0627 / 0.134
clock network: 0.294 / 0.265
registers: 0.0320 / 1.05
total: 0.388 / 1.45
metal layers:
layer,wire (um),vias up
li1,-,351
met1,778,281
met2,653,17
met3,223,8
met4,57,0
met5,0,-
final cells by class:
cell class              instances  area, um2
fillers                       967       7160
clock inverters                 2       13.8
well taps                     108        135
clock buffers                   5       68.8
flip-flops and latches         43        861
multi-input cells              49        435
repair buffers                 16        160
inverters                       4       15.0
Power figures rest on the tool's default switching activity, not on a simulated workload.
